==> flow/design.v <==
module Quatro(
	input CLK_50A,
	input CLK_50B,
	input [3:0] KEY,	
	input [9:0] SW,
	output [9:0] LEDR,
	output [6:0] HEX0,
	output 		 HEX0_DP,
	output [6:0] HEX1,
	output 		 HEX1_DP,
	output [6:0] HEX2,
	output 		 HEX2_DP,
	output [6:0] HEX3,
	output 		 HEX3_DP,
	output [6:0] HEX4,
	output 		 HEX4_DP,
	output [6:0] HEX5,
	output 		 HEX5_DP,
	output		 HDMI_CLK,
	output		 HDMI_D0,
	output		 HDMI_D1,
	output		 HDMI_D2,
	input			 HDMI_HPD,
	output		 IRDA_SD,
	input			 IRDA_RX,
	output		 IRDA_TX	
	);
	reg slow_clk;
	reg [25:0] counter;
	wire reset;
	always @ (posedge CLK_50A)
		counter <= (counter == 26'd25_000_000) ? 0 : counter + 26'd1;
	wire clk_en = (counter == 26'd0);
	assign HEX0_DP = 1;
	assign HEX1_DP = 1;
	assign HEX2_DP = 1;
	assign HEX3_DP = 1;
	assign HEX4_DP = 1;
	assign HEX5_DP = 1; 
	reg [3:0] hex_counter;
	always @ (posedge CLK_50A)
	if (clk_en)
	begin
		if (reset)
			hex_counter <= 4'd0;
		else
			hex_counter <= hex_counter + 4'd1;
	end
	SSeg BYTE0(.bin(hex_counter), .neg(1'b0), .enable(1'b1), .segs(HEX0));
	assign HEX1 = HEX0;
	assign HEX2 = HEX0;
	assign HEX3 = HEX0;
	assign HEX4 = HEX0;
	assign HEX5 = HEX0;
	assign LEDR = SW;
	assign reset = (~KEY[3] || ~KEY[2] || ~KEY[1] || ~KEY[0]);  
endmodule
module SSeg(input [3:0] bin, input neg, input enable, output reg [6:0] segs);
	always @(*)
		if (enable) begin
			if (neg) segs = 7'b011_1111;
			else begin
				case (bin)
					0: segs = 7'b100_0000;
					1: segs = 7'b111_1001;
					2: segs = 7'b010_0100;
					3: segs = 7'b011_0000;
					4: segs = 7'b001_1001;
					5: segs = 7'b001_0010;
					6: segs = 7'b000_0010;
					7: segs = 7'b111_1000;
					8: segs = 7'b000_0000;
					9: segs = 7'b001_1000;
					10: segs = 7'b000_1000;
					11: segs = 7'b000_0011;
					12: segs = 7'b100_0110;
					13: segs = 7'b010_0001;
					14: segs = 7'b000_0110;
					15: segs = 7'b000_1110;
				endcase
			end
		end
		else segs = 7'b111_1111;
endmodule
==> flow/run.sh <==
#!/bin/bash
# OpenROAD 26Q1-2900-gdf79404cd8, Yosys 0.63+post, stock flow scripts
make -C /OpenROAD-flow-scripts/flow DESIGN_CONFIG=/design/flow/config.mk WORK_HOME=/design/flow/orfs finish
==> flow/config.mk <==
export PLATFORM = sky130hd
export DESIGN_NAME = Quatro
export DESIGN_NICKNAME = Quatro
export VERILOG_FILES = /design/flow/design.v
export SDC_FILE = /design/flow/constraint.sdc
export NUM_CORES = 4
export LEC_CHECK = 1
export CORE_UTILIZATION = 30
==> flow/constraint.sdc <==
current_design Quatro

set clk_period 6.2
set clk_io_pct 0.2

create_clock -name clk0 -period $clk_period [get_ports {CLK_50A}]

set non_clock_inputs [all_inputs -no_clocks]
set_input_delay [expr $clk_period * $clk_io_pct] -clock clk0 $non_clock_inputs
set_output_delay [expr $clk_period * $clk_io_pct] -clock clk0 [all_outputs]
==> impl.org <==
#+TITLE: Flow metrics

** Final timing
- Count of endpoints failing hold in the final timing report :: 0
- The highest clock rate this design can be run at is 338 MHz.
- The clock period could shrink to 2.96 ns.
- Worst setup slack after layout :: 3.24 ns
- Counting pins that exceed their max-slew limit in the final report gives 0.
- Relative slew slack :: 57.2%
- For the final routed database, the setup TNS stands at 0 ns.
- Setup repair after global routing missed its margin :: false
- The final critical path takes up 47.7% of the cycle.
- The pin closest to its max-slew limit shows a slew of 0.625 ns.
- The most critical hold endpoint after final layout shows a slack of 0.484 ns.
- Final number of setup-violating endpoints :: 0
- Worst clock skew :: 0.00367 ns

** Layout
- The post-route utilization of the core is recorded as 35.8%.
- Most frequent cells in the layout :: sky130_fd_sc_hd__clkdlybuf4s50_1 (46), sky130_fd_sc_hd__dfxtp_1 (33), sky130_fd_sc_hd__nor2_1 (22)
- Non-filler cells in the finished layout :: 338
- Leading cell type in the layout, fill and taps excluded :: sky130_fd_sc_hd__clkdlybuf4s50_1
- Area growth syn-to-layout :: 13.4%
- After filler insertion, the fill cell instance count of the layout stands at 683.
- Of the cells placed in the final design, the portion with a size suffix greater than 1 is 8.26%.

** Setup path
- The worst setup path is captured at a flop.
- Startpoint-to-endpoint class of the critical path :: in -> reg
- The data required time reported for the critical path is 6.40 ns.
- In this run the register-to-register setup slack is 3.50 ns.
- The worst setup path is launched from an input port.
- The data arrival time reported for the critical path is 3.16 ns.
- Maximum fanout encountered on the critical timing path :: 5

** Logic synthesis
- Synthesized area :: 0.00219 mm^2
- Synthesis area per yosys :: 0.00219 mm^2
- Post-synth regs :: 37
- Cells after Synth :: 235
- Cell variety after synth :: 33
- Fraction of the yosys area taken by sequential cells :: 35.6%
- Cell type with the highest aggregate area in the netlist :: sky130_fd_sc_hd__dfxtp_1
- Warning count from the yosys run :: 8
- Dominant cells by area after synthesis :: sky130_fd_sc_hd__dfxtp_1 (30%), sky130_fd_sc_hd__buf_4 (19%), sky130_fd_sc_hd__xnor2_1 (5.6%), sky130_fd_sc_hd__edfxtp_1 (5.5%), sky130_fd_sc_hd__xor2_1 (5.2%)
- Count of instantiated cells in the yosys netlist :: 235
- Share of the synthesized area in the top cell type :: 30.1%
- Post-Syn Area per Cell :: 9.34 um^2

** Detailed routing
- Routed wire length per instance :: 9.59 um
- The script logs the ratio of routed vias to standard cells as 4.21.
- First-iteration detailed-routing DRC count :: 59
- Number of optimization iterations in the first detailed-route pass :: 4
- Post-route ant nets :: 0
- Summed over all layers, the routed wires come to 3.24 mm.
- The number of antenna diodes in the final layout is 0.
- Number of remaining DRC errors :: 0
- Summing over every cut layer, the via total after detailed routing is 1,423.

** Global routing
- Entering global routing, the biggest net connects 12 pins.
- Total global-route track usage :: 8.79%
- Number of antenna violations at the first check in global routing :: 0
- Leftover overflow at the end of global routing :: 0
- Wire length of the first global-routing pass :: 5.40 mm
- Number of global-route vias before repair :: 1,212

** Floorplan
- The die is 87.5 um wide.
- Ports :: 82
- Std-Cell Rows :: 30
- Die H :: 87.5 um
- Area enclosed by the die boundary :: 0.00766 mm^2
- Fp util :: 31.6%
- The floorplan step defined a core boundary enclosing 0.00694 mm^2.

** CTS
- Depth of the CTS H-tree :: 2
- Insertion Delay late pin :: 0.29 ns
- TritonCTS built the clock tree.
- Number of buffers created by CTS :: 5
- The clock drives 37 sinks.
- After clock tree synthesis, the flow added hold-fix buffers numbering 0.
- Root buffer cell :: sky130_fd_sc_hd__clkbuf_8
- Maximum number of buffers from clock root to sink :: 2
- Post-CTS setup buffer count :: 0
- Gates resized during post-CTS repair numbered 0.
- After clock tree synthesis, the clock-pin slew on the worst setup and hold paths is 0.07 ns.

** Power and ir drop
- Worst vdd ir :: 0.0998 mV
- The script computed a power per unit cell area of 172 mW/mm^2.
- The leakage power in the latest report is 0.977 nW.

** Place
- GPL Wtd Cong :: 0.773
- At the placement stage, the worst setup path has a slack of 2.92 ns.
- Tally of buffers added on design ports :: 46
- Placed wire-length estimate after detailed placement :: 2.39 mm
- Count of placed standard cells including taps :: 330

** Flow run
- OpenROAD emitted warnings numbering 34.
- Count of max-cap constraint violations :: 0

** Outcome
- The flow ran to the end, and the final reports show no timing, DRC or antenna violations.

** Min path
- Worst Hold Class :: reg -> reg
final cells by class:
cell class / instances / area (um^2) / share of cell area (%)
Inverter: 7 / 26.3 / 1.06
Tap cell: 96 / 120 / 4.83
Sequential cell: 37 / 781 / 31.4
Clock inverter: 1 / 5.00 / 0.201
Timing Repair Buffer: 47 / 468 / 18.8
Multi-Input combinational cell: 143 / 992 / 39.9
Clock buffer: 7 / 96.3 / 3.87
through the flow:
step | cell area (um^2) | total power (W)
after floorplan | 2230 | 0.000256
after global placement | 2390 | 0.000250
after detailed placement | 2390 | 0.000250
after CTS | 2490 | 0.000434
after global routing | 2490 | 0.000449
final | 2490 | 0.000427
power by group:
part / switching, W / internal (W)
Clock: 0.0000824 / 0.000100
Sequential: 0 / 0.000241
Combinational: 0.000000830 / 0.00000232
Total: 0.0000833 / 0.000344
flip-flops by register name (all words and copies together), names as in the netlist:
name and cells:
HEX0 7, hex_counter 4, counter 26
critical path, cell delays in order:
cell and delay, ns:
sky130_fd_sc_hd__clkdlybuf4s50_1 0.45, sky130_fd_sc_hd__nand4_1 0.19, sky130_fd_sc_hd__nor2_1 0.18, sky130_fd_sc_hd__mux2_2 0.22, sky130_fd_sc_hd__inv_1 0.08, sky130_fd_sc_hd__ha_1 0.34
sky130_fd_sc_hd__mux2_1 0.29, sky130_fd_sc_hd__o21ai_0 0.17
per-layer routing:
| metal | share of wire, % | GRT usage (%) | vias up |
|---|---|---|---|
| met2 | 43 | 14.1 | 50 |
| met4 | 1.7 | 1.49 | 0 |
| met3 | 6.4 | 2.39 | 7 |
| met1 | 48 | 12.4 | 637 |
| met5 | 0 | 0 | - |
| li1 | - | - | 729 |
Yosys cell counts:
cell	n
sky130_fd_sc_hd__o22ai_1	3
sky130_fd_sc_hd__nor2_8	1
sky130_fd_sc_hd__mux2_1	1
sky130_fd_sc_hd__nor2b_1	1
sky130_fd_sc_hd__buf_2	1
sky130_fd_sc_hd__buf_4	57
sky130_fd_sc_hd__nor2_1	22
sky130_fd_sc_hd__o31ai_1	1
sky130_fd_sc_hd__ha_1	9
sky130_fd_sc_hd__a211o_1	1
sky130_fd_sc_hd__nor4b_2	1
sky130_fd_sc_hd__and2_1	1
sky130_fd_sc_hd__mux2i_2	1
sky130_fd_sc_hd__o211a_1	1
sky130_fd_sc_hd__nand4_1	5
sky130_fd_sc_hd__nor3_1	3
sky130_fd_sc_hd__dfxtp_1	33
sky130_fd_sc_hd__and3_1	5
sky130_fd_sc_hd__conb_1	2
sky130_fd_sc_hd__nand4_2	1
sky130_fd_sc_hd__mux2_4	1
sky130_fd_sc_hd__nor4_2	3
sky130_fd_sc_hd__edfxtp_1	4
sky130_fd_sc_hd__nor4_1	4
sky130_fd_sc_hd__nand2_1	11
sky130_fd_sc_hd__inv_1	7
sky130_fd_sc_hd__nand3_1	17
sky130_fd_sc_hd__xor2_1	13
sky130_fd_sc_hd__mux2i_1	5
sky130_fd_sc_hd__o21ai_0	1
sky130_fd_sc_hd__xnor2_1	14
sky130_fd_sc_hd__mux2_2	3
sky130_fd_sc_hd__o211ai_1	2
kinds of logic after synthesis:
group / Yosys count / share of synthesized area (%)
XOR/XNOR: 27 / 10.8
flip-flops: 37 / 35.6
buffers and inverters: 65 / 20.9
AND-OR/OR-AND: 9 / 2.96
other: 2 / 0.342
AND/OR/NAND/NOR: 75 / 18.6
multiplexers: 11 / 5.64
adder cells (fa/ha/maj): 9 / 5.13
worst paths after layout:
check,from,to,depth (start not counted)
max,KEY[0],HEX0[1]$_DFF_P_,8
min,counter[4]$_SDFF_PN0_,counter[4]$_SDFF_PN0_,1
max reg2reg,counter[0]$_SDFF_PN0_,HEX0[1]$_DFF_P_,10
min reg2reg,counter[4]$_SDFF_PN0_,counter[4]$_SDFF_PN0_,1
Power is estimated from default activity; no workload was simulated.
